$ cat design/flow/run.sh
#!/bin/bash
# OpenROAD 26Q1-2900-gdf79404cd8, Yosys 0.63+post, stock flow scripts
make -C /OpenROAD-flow-scripts/flow DESIGN_CONFIG=/design/flow/config.mk WORK_HOME=/design/flow/orfs finish
$ cat design/flow/config.mk
export PLATFORM = sky130hd
export DESIGN_NAME = MUX
export DESIGN_NICKNAME = MUX
export VERILOG_FILES = /design/flow/design.v
export SDC_FILE = /design/flow/constraint.sdc
export NUM_CORES = 4
export LEC_CHECK = 1
export CORE_AREA = 10 10 87 87
export DIE_AREA = 0 0 97 97
$ cat design/flow/constraint.sdc
current_design MUX

set clk_period 2.7
set clk_io_pct 0.2

create_clock -name clk0 -period $clk_period

set non_clock_inputs [all_inputs -no_clocks]
set_input_delay [expr $clk_period * $clk_io_pct] -clock clk0 $non_clock_inputs
set_output_delay [expr $clk_period * $clk_io_pct] -clock clk0 [all_outputs]
$ cat design/flow/design.v
`timescale 1ns/1ns
module MUX( dataOut, ALUOut, HiOut, LoOut, Shifter, Signal );
	input [31:0] ALUOut ;
	input [31:0] HiOut ;
	input [31:0] LoOut ;
	input [31:0] Shifter ;
	input [5:0] Signal ;
	output [31:0] dataOut ;
	parameter AND = 6'b100100;
	parameter OR  = 6'b100101;
	parameter ADD = 6'b100000;
	parameter SUB = 6'b100010;
	parameter SLT = 6'b101010;
	parameter SRL = 6'b000010;
	parameter MULTU = 6'b011001;
	parameter MFHI = 6'b010000;
	parameter MFLO = 6'b010010;
	assign dataOut = Signal[5] ? ALUOut :  
					 Signal[4] ? ( Signal[1] ? LoOut : HiOut ) :  
					 Shifter;  
endmodule
==> impl_metrics.py <==
# Generated from Yosys and OpenROAD reports
metrics = {
    "global_route": {
        "antenna_found_initial": 0,
        "grt_max_degree": 19,
        "overflow": 0,
        "groute.usage.overall": 0.127,
        "grt_first_pass_wirelength_microns": 10000,
        "grt_pass1_vias": 1721,
    },
    "routing": {
        "antenna_left": 0,
        "n_antenna_cell": 0,
        "remaining_drc_errors": 0,
        "dr.first_iter.drc_count": 19,
        "viasPerCell": 4.27,
        "wl_per_cell_microns": 17.0,
        "vias": 1611,
        "firstDrtPassIters": 3,
        "routed_wl_microns": 6400,
    },
    "critical_path": {
        "crit_family": "buffers and inverters",
        "startpoint": "Signal[4]",
        "arrival_ps": 2070,
        "path_class": "primary input to output pin",
        "required_ps": 2160,
        "crit_fanout": 17,
        "crit_top_cell": "clkdlybuf4s50_1",
        "start_kind": "primary input",
        "worstSetupEndpointType": "output pin",
        "slowest_stage": "clkdlybuf4s50_1",
        "path_buffers": 3,
        "critPathMaxStageDelay_ps": 500,
        "path_cells": "clkdlybuf4s50_1 > or2_4 > buf_12 > o221ai_2 > clkdlybuf4s50_1",
    },
    "placement": {
        "port_buffers": 163,
        "place_congestion": 0.807,
        "place_inst": 377,
        "dpl.hpwl_microns": 5670,
        "pre_cts_slack_ps": -81.8,
    },
    "final_timing": {
        "period_minus_slack_ps": 2610,
        "setup_violations": 0,
        "min_period_over_period": 0.968,
        "rsz0062_at_grt": "no",
        "fmax_ghz": 0.383,
        "hold_viol_final": 0,
        "relSlewSlack": 0.798,
        "tightest_slew_ps": 302,
        "setup_ws_ps": 86.7,
        "slew_violations": 0,
    },
    "layout": {
        "flops": 0,
        "flop_area_sq_um": 0,
        "area.growth.synth_to_final_pct": 154,
        "drive_above_1_share": 0.148,
        "clkbuf_count": 0,
        "final_cells": 377,
        "fillers": 543,
    },
    "synth": {
        "common_cells": "mux2i_1 (32), nand2_1 (32), inv_1 (31)",
        "synth_cell_types": 13,
        "yosysChipArea_sq_mm": 0.00115,
        "yosys_warnings": 0,
        "area_leaders": "o221ai_2 (39%), mux2i_1 (28%), nand2_1 (10%)",
        "syn_inst": 145,
        "yosysCellCount": 145,
        "yosysTopAreaCellShare": 0.391,
        "syn_avg_cell_area_sq_um": 7.95,
        "synthesis.area_sq_mm": 0.00115,
        "synth_seq_share": 0,
        "largest_area_cell": "o221ai_2",
    },
    "clock_tree": {
        "cts_hold_buf": 0,
        "post_cts_buffers": 0,
        "cts_resized": 2,
    },
    "die": {
        "coreArea_sq_mm": 0.00564,
        "die_w_microns": 97,
        "num_rows": 27,
        "pin_count": 166,
        "dieHeight_microns": 97,
        "initial_core_util": 0.204,
        "dieArea_sq_mm": 0.00941,
    },
    "power": {
        "power.leakage_nw": 1.26,
        "irDropWorstVdd_mv": 0.0638,
        "total_power_mw": 0.454,
        "power.density_mw_per_mm2": 155,
    },
    "flow_run": {
        "tool_warnings": 35,
        "cap_violations": 0,
    },
    "worst_hold_path": {
        "worstHoldEndpoint": "dataOut[30]",
        "min-delay-start": "Signal[5]",
        "hold_path.class": "primary input to output pin",
        "whs_path_depth": 5,
    },
    "outcome": {
        "status": "finished clean",
    },
}
[power by group]
part | switching (mW) | internal (mW) | leakage, nW
clock | 0 | 0 | 0
sequential | 0 | 0 | 0
combinational | 0.131 | 0.323 | 1.26
total | 0.131 | 0.323 | 1.26
[layout by cell type, fill, tap and decap left out]
cell and instances:
clkdlybuf4s50_1 159, mux2i_1 32, o221ai_1 1, o211ai_1 1, inv_1 31, buf_4 6
dlygate4sd2_1 1, buf_2 1, or2_4 1, dlymetal6s2s_1 2, buf_12 5, or3b_1 1
o221ai_2 30, nand2_1 32, nand2b_2 1, buf_6 1
[logic make-up after synthesis]
logic type / after synthesis / share of synthesized area
AND/OR/NAND/NOR: 35 / 0.123
AND-OR/OR-AND: 32 / 0.405
buffers and inverters: 46 / 0.194
multiplexers: 32 / 0.278
[cell type report]
cell class	instances	area [sq um]	area share
Timing Repair Buffer	175	1790	0.611
Multi-Input combinational cell	99	933	0.319
Inverter	31	116	0.0398
Tap cell	72	90.1	0.0308
[tightest hold or removal path: stages]
cell,delay [ps]
dlygate4sd2_1,250
buf_4,150
nand2_1,60
o221ai_2,50
dlymetal6s2s_1,100
[how the worst max path moves through the flow]
stage	endpoint	slack (ps)	depth (start not counted)
final	dataOut[27]	90	5
after CTS	dataOut[7]	50	6
after global routing	dataOut[26]	10	5
[metrics by stage]
step	TNS, ps	hold WS [ps]	utilization	instance area (sq um)
floorplan	0	1150	-	1150
global placement	-1630	2030	0.517	2920
detailed placement	-1730	2040	0.517	2920
CTS	0	2040	0.517	2920
global route	0	1790	0.519	2930
finish	0	1700	0.519	2930
[metal layers]
metal / global-route usage / vias up / share of wire
met5: 0 / - / 0
met4: 0 / 0 / 0
met3: 0.0566 / 0 / 0.11
met2: 0.220 / 85 / 0.48
met1: 0.149 / 688 / 0.40
li1: - / 838 / -
Power is estimated from default activity; no workload was simulated.
