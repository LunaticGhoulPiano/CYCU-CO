==> run.sh <==
#!/bin/bash
# OpenROAD 26Q1-2900-gdf79404cd8, Yosys 0.63+post, stock flow scripts
make -C /OpenROAD-flow-scripts/flow DESIGN_CONFIG=/design/flow/config.mk WORK_HOME=/design/flow/orfs finish
==> config.mk <==
export PLATFORM = sky130hd
export DESIGN_NAME = mux2_mf
export DESIGN_NICKNAME = mux2_mf
export VERILOG_FILES = /design/flow/design.v
export SDC_FILE = /design/flow/constraint.sdc
export NUM_CORES = 4
export LEC_CHECK = 1
export CORE_AREA = 10 10 70 70
export DIE_AREA = 0 0 80 80
==> constraint.sdc <==
current_design mux2_mf

set clk_period 6.6
set clk_io_pct 0.2

create_clock -name clk0 -period $clk_period

set non_clock_inputs [all_inputs -no_clocks]
set_input_delay [expr $clk_period * $clk_io_pct] -clock clk0 $non_clock_inputs
set_output_delay [expr $clk_period * $clk_io_pct] -clock clk0 [all_outputs]
==> design.v <==
module mux2_mf( funct, opcode , a, out );
	input 	[5:0] 	funct, opcode ;
	input 	[31:0] 	a ;
	output 	[31:0] 	out ;
    assign out = ( opcode == 6'd0 ) ? ( (funct == 6'd18 || funct == 6'd16 ) ? 32'd0 : a ) : a ;  
endmodule
==> flow_summary.json <==
{
  "status": "finished clean",
  "drcViolationCount": 0,
  "ir_worst_vdd_uv": 20.8,
  "ys_cells": 76,
  "aoi_share": 0.442,
  "hp-class": "input port to primary output",
  "setup_tns_ns": 0,
  "hpwlAfterDp_um": 2070,
  "rsz0062_at_grt": "false",
  "topCombFamilyByArea": "buffers and inverters",
  "ctsHoldBuffers": 0,
  "avgSynthCellArea_um2": 5.96,
  "grt_usage": 0.0665,
  "grt_first_pass_wirelength_um": 3560,
  "min_period_ns": 4.70,
  "worst_pin_slew_ns": 0.910,
  "ys_warn_count": 0,
  "cp.arrival_ns": 3.38,
  "coreArea_um2": 3420,
  "required_ns": 5.28,
  "fp.dieW_um": 80,
  "fin_cells": 191,
  "synth-simple-area-share": 0.110,
  "synth.distinct_cells": 7,
  "drt-initial-drc-count": 13,
  "final-comb-area_um2": 255,
  "period_used_share": 0.712,
  "final_hold_viol_count": 0,
  "drive_gt1_frac": 0.0414,
  "netlist_instances": 76,
  "drt-wirelength-per-cell_um": 12.5,
  "viasPerCell": 4.08,
  "cp-end-kind": "primary output",
  "firstDrtPassIters": 4,
  "antenna_found_initial": 0,
  "io_pins": 76,
  "ys_area_um2": 453,
  "p_leak_nw": 0.537,
  "nFillCells": 369,
  "place_congestion": 0.707,
  "worstPathMaxFanout": 17,
  "gr-total-overflow": 0,
  "tool_warnings": 33,
  "hold-path-cell-count": 4,
  "drtAntennaViolNets": 0,
  "grt_max_degree": 33,
  "fmax_ghz": 0.213,
  "clkbuf_count": 0,
  "std_cell_rows": 21,
  "placed_cells": 191,
  "n_sequential_cell": 0,
  "cts_setup_buffers": 0,
  "yosysSeqAreaShare": 0,
  "maxCapViolCount": 0,
  "start_kind": "input port",
  "ctsResizeCount": 0,
  "post-place-ws_ns": 1.90,
  "die_y_um": 80,
  "fin_total_pwr_w": 0.0000604,
  "wl_um": 2390,
  "num_vias": 779,
  "area_delta_synth_final_pct": 166,
  "n_antenna_cell": 0,
  "maxSlewViolCount": 0,
  "mux_share": 0,
  "power.density_nw_per_um2": 50.1,
  "flop_area_um2": 0,
  "io_buffer_count": 75,
  "dieArea_um2": 6400,
  "setup_ws_ns": 1.90,
  "grt_pass1_vias": 773,
  "xor_share": 0,
  "synth_area_um2": 453,
  "path_class": "input port to primary output",
  "setup_viol": 0,
  "adder_share": 0,
  "initial_utilization": 0.133,
  "slew_headroom": 0.390
}
==> report_power, final <==
part | internal [W] | switching [W]
Combinational | 0.0000442 | 0.0000162
Clock | 0 | 0
Sequential | 0 | 0
Total | 0.0000442 | 0.0000162
==> cell type report <==
| class | instances | share of cell area |
|---|---|---|
| inverter | 32 | 0.0996 |
| multi-input combinational | 35 | 0.212 |
| tap | 46 | 0.0477 |
| timing repair buffer | 78 | 0.641 |
==> logic make-up after synthesis <==
family | Yosys count
buf+inv | 41
compound gates | 32
simple gates | 3
==> placed cells by master (no fill, tap or decap) <==
cell,count
inv_1,32
nor3_2,1
clkdlybuf4s50_1,75
buf_4,3
nor4b_4,1
nor4_4,1
a31oi_1,32
==> layer usage <==
layer | share of wire | routed length (um) | track usage | up-vias
met4 | 0 | 0 | 0 | 0
li1 | - | - | - | 396
met3 | 0.16 | 381 | 0.0455 | 0
met5 | 0 | 0 | 0 | -
met1 | 0.39 | 935 | 0.0771 | 342
met2 | 0.45 | 1070 | 0.105 | 41
==> cells in the mapped netlist <==
cell type,instances,area [um^2]
nor3_1,1,5.00
buf_6,6,67.6
inv_1,32,120
nor4_4,1,21.3
a31oi_1,32,200
buf_2,3,15.0
nor4b_4,1,23.8
==> worst max-delay path, cell delays in order <==
cell and delay [ns]:
clkdlybuf4s50_1 0.41, nor3_2 0.76, buf_4 0.35, a31oi_1 0.11, clkdlybuf4s50_1 0.43
==> through the flow <==
step	cell area (um^2)	utilization	hold WS, ns
6_report	1210	0.353	3.52
5_1_grt	1210	0.353	3.54
4_1_cts	1210	0.353	3.52
3_5_place_dp	1210	0.353	3.52
3_3_place_gp	1210	0.353	3.52
2_1_floorplan	453	-	2.69
==> worst paths after layout <==
kind                  start  endpoint  slack [ns]
setup / recovery  opcode[5]    out[3]        1.90
hold / removal        a[28]   out[28]        3.52
